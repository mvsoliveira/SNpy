--- ./design.v ---
module lfsr #(WIDTH = 32) (
  input                    clock, 
  input                    input_bit,
  output logic [WIDTH-1:0] output_vector);
  logic [WIDTH-1:0] shiftreg_vector;
  always_ff @ (posedge clock)
	shiftreg_vector <= {shiftreg_vector[WIDTH-2:0], input_bit ^ shiftreg_vector[WIDTH-1]};
  always_ff @ (posedge clock)
	output_vector <= shiftreg_vector;
endmodule
--- ./run.sh ---
#!/bin/bash
# OpenROAD 26Q1-2900-gdf79404cd8, Yosys 0.63+post, stock flow scripts
make -C /OpenROAD-flow-scripts/flow DESIGN_CONFIG=/design/flow/config.mk WORK_HOME=/design/flow/orfs finish
--- ./config.mk ---
export PLATFORM = sky130hd
export DESIGN_NAME = lfsr
export DESIGN_NICKNAME = lfsr
export VERILOG_FILES = /design/flow/design.v
export SDC_FILE = /design/flow/constraint.sdc
export NUM_CORES = 4
export LEC_CHECK = 1
export CORE_AREA = 10 10 81 81
export DIE_AREA = 0 0 91 91
--- ./constraint.sdc ---
current_design lfsr

set clk_period 1.2
set clk_io_pct 0.2

create_clock -name clk0 -period $clk_period [get_ports {clock}]

set non_clock_inputs [all_inputs -no_clocks]
set_input_delay [expr $clk_period * $clk_io_pct] -clock clk0 $non_clock_inputs
set_output_delay [expr $clk_period * $clk_io_pct] -clock clk0 [all_outputs]
==> job_summary.md <==
## Synthesis and layout report

| Metric | Value |
|---|---|
| Drt first-iter violations | `2` |
| Diodes inserted | `0` |
| Die W | `a little over 90 microns` |
| Deepest clock path buffer count | `2` |
| Crit path largest cell delay | `~0.32 ns` |
| Top cells by area | `dfxtp_1 (73%), buf_4 (26%), xor2_1 (0.97%)` |
| IR drop worst, VDD | `just under 0.0006 V` |
| Max Slew Vio Count | `0` |
| Cell row count | `25` |
| Wire length after detailed routing | `1440 microns` |
| Seq/Total Area, Yosys | `73.2%` |
| Synth warn | `1` |
| Delay-heaviest family, CP | `flip-flops` |
| Gr usage total | `3.57%` |
| Fin crit share | `89.3%` |
| Total of max-cap violations | `0` |
| Synth Cell Area | `~900 sq um` |
| Setup TNS | `0 ns` |
| Die y size | `91 microns` |
| Hold_buf cts | `0` |
| Count of cell types in the netlist | `3` |
| RSZ-0062 raised after global routing | `no` |
| Worst clock skew | `approximately 0.004 ns` |
| Status | `completed` |
| Initial antenna violation count | `0` |
| Startpoint types | `flop` |
| Layout cell share with drive strength beyond 1 | `about 53%` |
| Area leader, netlist | `dfxtp_1` |
| Vias post-DR | `390` |
| Cell count in the Yosys report | `~65` |
| Syn Inst Count | `~65` |
| CTS tree | `yes` |
| IO Port Bufs | `33` |
| Num ports | `34` |
| OpenROAD warning count | `25` |
| Fillers | `523` |
| Final worst path period need | `1.07 ns` |
| Wire per inst | `~10 microns` |
| Crit path max-delay cell type | `dfxtp_2` |
| Detail Route Antenna Nets | `0` |
| Post-synth top area share | `around three quarters` |
| Syn Area/Cell | `~14 sq um` |
| HP Class | `flop to flop` |
| Clk sinks | `33` |
| Area growth syn-to-layout | `35.4%` |
| FP Util | `a little under a fifth` |
| Number of global-route vias before repair | `~440` |
| Critical path class | `flop to primary output` |
| YS chip area | `around 900 sq um` |
| FF+latch count, synth | `33` |
| Vias per cell | `approximately 2.7` |
| Routability-driven placement congestion ratio | `roughly 0.63` |
| Largest net degree at the start of global routing | `11` |
| Max Fanout on Critical Path | `2` |
| Worst path bufs/invs | `1` |
| Number of buffers created by CTS | `5` |
| Worst Path Arrival | `~0.83 ns` |
| Hold Vio Cnt, Final | `0` |
| Crit path cell chain | `dlygate4sd2_1` |
| First-pass GRT wire length | `2390 microns` |
| DRC | `0` |
| Placed wire-length estimate | `1050 microns` |
| Pwr Density | `approximately 2000 nW/um^2` |
| Worst-Skew Late Latency | `~0.27 ns` |
| Die ar. | `about 8300 sq um` |
| Clk slew on worst S/H paths | `0.07 ns` |
| Clock Tree Root | `clkbuf_8` |
| Worst-margin pin slew | `approximately 0.12 ns` |
| Worst setup EP type | `primary output` |
| H-tree depth | `2` |
| Final core occ | `about 25%` |
| 1st-pass router iterations | `3` |
| Worst slew margin | `between 90% and 100%` |
| Critical Path RT | `between 0.9 and 1 ns` |
| Global route total overflow | `0` |
| P_leak | `0.000528 uW` |
| Core area | `between 4000 and 5000 sq um` |
| Achievable Freq | `933 MHz` |
| Finish-stage setup viols | `0` |
-- logic make-up (layout without fill, tap and decap cells) --
logic type / count (synthesis) / count (layout) / share of synthesized area, %
DFF: 33 / 33 / 73.2
buffers and inverters: 31 / 44 / 25.8
xor gates and xnor gates: 1 / 1 / 0.971
-- state kept, by name, summed over array words and instances (netlist names) --
register	flops
output_vector	2
shiftreg_vector	31
-- area by class of cell --
| cell class | instances | area, sq um | share of cell area (%) |
|---|---|---|---|
| Sequential cell | 33 | 699 | 57.3 |
| Timing Repair Buffer | 36 | 313 | 25.6 |
| Clock buffer | 7 | 86.3 | 7.07 |
| Tap cell | 67 | 83.8 | 6.86 |
| Clock inverter | 1 | 30.0 | 2.46 |
| Multi-Input combinational cell | 1 | 8.76 | 0.717 |
-- metrics by stage --
step | power, uW | hold slack (ns) | area (sq um) | std cells | worst slack (ns)
2_1_floorplan | 1330 | 0.310 | 902 | 65 | 0.536
3_5_place_dp | 1410 | 0.318 | 1080 | 134 | 0.144
3_3_place_gp | 1410 | 0.320 | 1080 | 134 | 0.143
6_report | 2390 | 0.322 | 1220 | 145 | 0.129
4_1_cts | 2450 | 0.321 | 1220 | 145 | 0.102
5_1_grt | 2530 | 0.331 | 1220 | 145 | 0.0795
-- path summary, 6_finish.rpt --
kind	startpoint	end	slack (ns)	cells after the start
worst max-delay path	shiftreg_vector[26]$_DFF_P_	output_vector[25]	0.13	1
worst min-delay path	shiftreg_vector[0]$_DFF_P_	shiftreg_vector[1]$_DFF_P_	0.32	0
worst max register to register	output_vector[30]$_DFF_P_	shiftreg_vector[0]$_DFF_P_	0.49	2
worst min register to register	shiftreg_vector[0]$_DFF_P_	shiftreg_vector[1]$_DFF_P_	0.32	0
-- metal layers --
layer  track usage, %  up-vias  part of all wire [%]
met5                0        -                     0
li1                 -      189                     -
met4            0.914        0                   1.4
met3             2.99        5                    16
met2             4.83       24                    40
met1             4.19      172                    43
-- layout by cell type (no fill, tap or decap), drive strengths merged --
cell           Yosys  layout
buf               31       3
bufinv             0       1
clkbuf             0       7
clkdlybuf4s50      0       1
dfxtp             33      33
dlygate4sd2        0      32
xor2               1       1
-- power breakdown --
| group | total, uW | leakage, uW | internal, uW | switching, uW |
|---|---|---|---|---|
| clock network | 1050 | 0.0000585 | 676 | 371 |
| logic | 108 | 0.000191 | 90.2 | 17.3 |
| registers | 1240 | 0.000279 | 1200 | 34.2 |
-- Yosys cell counts --
| cell | number |
|---|---|
| buf_4 | 31 |
| dfxtp_1 | 33 |
| xor2_1 | 1 |
-- timing repair --
action | 4_1_cts | 5_1_grt
gates resized | 63 | 0
buffers inserted | 3 | 0
setup endpoints to repair | 32 | 0
Power is estimated from default activity; no workload was simulated.
