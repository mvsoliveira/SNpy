**/design/flow/config.mk**
```make
export PLATFORM = sky130hd
export DESIGN_NAME = reducer
export DESIGN_NICKNAME = reducer
export VERILOG_FILES = /design/flow/design.v
export SDC_FILE = /design/flow/constraint.sdc
export NUM_CORES = 4
export LEC_CHECK = 1
export CORE_AREA = 10 10 532 532
export DIE_AREA = 0 0 542 542
```
**/design/flow/run.sh**
```bash
#!/bin/bash
# OpenROAD 26Q1-2900-gdf79404cd8, Yosys 0.63+post, stock flow scripts
make -C /OpenROAD-flow-scripts/flow DESIGN_CONFIG=/design/flow/config.mk WORK_HOME=/design/flow/orfs finish
```
**/design/flow/design.v**
```verilog
module reducer #(input_width_log4 = 5) 
(
	input clock,
	input [4**input_width_log4-1:0] input_vector,
	output output_bit
);
	logic [4**input_width_log4-1:0] delay_block [input_width_log4:0];
	logic [4**input_width_log4-1:0] last_block;
	logic [4**input_width_log4-1:0] prev_block;
	logic [4**input_width_log4-1:0] cur_block;
	integer i;
	integer j;
	always_ff @ (posedge clock) begin
		delay_block[0] <= input_vector;
	end
	always_ff @ (posedge clock) begin
		for (i = 0; i < input_width_log4; i = i+1) begin
			prev_block = delay_block[i];
			for (j = 0; j < 4**(input_width_log4-1); j = j+1) begin
				cur_block[j] = ^ prev_block[j*4 +: 4];
			end
			delay_block[i+1] <= cur_block;
		end
	 end
	assign last_block = delay_block[input_width_log4];
	assign output_bit = last_block[0];
endmodule
```
**/design/flow/constraint.sdc**
```tcl
current_design reducer

set clk_period 1.1
set clk_io_pct 0.2

create_clock -name clk0 -period $clk_period [get_ports {clock}]

set non_clock_inputs [all_inputs -no_clocks]
set_input_delay [expr $clk_period * $clk_io_pct] -clock clk0 $non_clock_inputs
set_output_delay [expr $clk_period * $clk_io_pct] -clock clk0 [all_outputs]
```
==> reports/summary.txt <==
Run status -> complete, but fails checks
Violated checks -> negative setup slack
Chip Area, Yosys -> 36300 um2
Critical-path cell list -> buf_2
Crit share post-route -> 128%
Overall Global Routing Usage -> 10.0%
Gr ovfl total -> 0
Net switching power -> 0.0329 W
GP Congestion -> 0.847
CTS buffer count -> 155
Largest type area fraction -> 75.3%
Num ports -> 1026
RSZ-0062 raised after global routing -> yes
Yosys cell count -> 2388
Synthesis-to-layout area growth -> 85.6%
Fmax -> 708 MHz
Post-synth regs -> 1365
Placed cells -> 7043
Die X -> 542 um
CP top delay family -> flip-flops
DR vias/cell -> 3.04
Fin crit period -> 1.41 ns
Setup Crit Path Kind -> reg2out
Final Max Tran Viols -> 0
WP buf/inv -> 1
Final setup violating endpoints -> 4
Post-Route WL -> 154 mm
CP required -> 0.88 ns
Worst min path class -> in2reg
Tool Warnings -> 28
Worst path max stage delay -> 0.31 ns
Most frequent logic cell in the layout -> dfxtp_1
Clk buf depth -> 4
CTS sink count -> 1365
Clk pin slew, worst setup/hold paths -> 0.06 ns
H-tree depth -> 4
DRC viols -> 0
P_int -> 0.101 W
Post-CTS Setup Bufs -> 0
Power share of the clock group -> 39.3%
R2R Setup Slk -> -0.05 ns
Seq pwr share -> 44.2%
Die Ht -> 542 um
Synth Instances -> 2388
Crit path capture -> output_bit
First-pass GRT wire length -> 212 mm
Setup crit start -> delay_block[5][0]$_DFF_P_
Post-Layout Cell Count -> 8416
CP arrival -> 1.19 ns
Critical path's slowest cell -> dfxtp_2
Clock skew -> 0.0545 ns
Placed Area -> 51600 um2
Post-synth top area cell -> dfxtp_1
HPWL Detailed -> 84.9 mm
Most common logic cells in the final layout -> 1357 x dfxtp_1, 1024 x clkdlybuf4s50_1, 1015 x dlygate4sd3_1
Vias -> 25.6k
Reg2reg start -> delay_block[0][363]$_DFF_P_
Max Cap Viol -> 0
Core Util at FP -> 13.4%
Levels on crit path -> 1
VDD IR max -> 1.28 mV
Largest register FFs -> 1365
IO buf count -> 1025
Total core area -> 271000 um2
Logic pwr share -> 16.5%
Pin count of the biggest net entering global routing -> 15
Die area -> 294000 um2
Detail Route Antenna Nets -> 0
Setup crit end kind -> output pin
Critical path launch point type -> flip-flop
Biggest regs -> delay_block: 1365 flops
Std cell rows -> 191
Final worst slack -> -0.313 ns
CTS tree -> built
Synth Seq Share -> 75.3%
Finished Cell Area -> 67300 um2
Initial antenna violation count -> 102
1st-iter DRT viols -> 863
Syn_area_per_cell -> 15.2 um2
Worst R2R Path Depth -> 2
Number of global-route vias before repair -> 28.9k
CP max FO -> 1
CTS root buf -> clkbuf_16
Register bank with the most flops -> delay_block
Sw Share -> 24.6%
Cell area leaders -> dfxtp_1 75%, xnor2_1 16%, xor2_1 8.2%
Yosys warns -> 770
LEAKAGE -> 25.6 nW
Worst r2r dst -> delay_block[1][90]$_DFF_P_
PwrDens -> 1980 nW/um2
Layout cells sized above 1 -> 7.08%
Worst slew pin tran -> 0.572 ns
Fin. Hold Viols -> 0
Routed WL per cell -> 18.3 um
Relative slew margins -> 61.8%
Synthesized area -> 36300 um2
Cell Type Count -> 3
DR pass1 iterations -> 4
Clock Latency Late Sink -> 0.80 ns
## power groups by stage
| stage | Clock (W) | Sequential, W | Combinational (W) |
|---|---|---|---|
| CTS | 0.0542 | 0.0589 | 0.0225 |
| finish | 0.0524 | 0.0590 | 0.0221 |
| global route | 0.0561 | 0.0595 | 0.0241 |
## routing by layer
| metal | vias up | share of wire, % | track usage [%] |
|---|---|---|---|
| li1 | 11977 | - | - |
| met1 | 11989 | 38 | 12.0 |
| met2 | 1223 | 47 | 16.3 |
| met3 | 363 | 9.8 | 4.22 |
| met4 | 46 | 4.7 | 3.49 |
| met5 | - | 0.19 | 0 |
## cell usage after synthesis
cell type  instances
dfxtp_1         1365
xnor2_1          682
xor2_1           341
## through the flow
step	hold WS, ns	setup slack, ns	TNS (ns)	power (W)	util [%]
after global placement	0.519	-0.463	-2.21	0.0785	19.0
after floorplan	0.248	0.428	0	0.0672	-
after global routing	0.00285	-0.449	-0.464	0.140	24.8
after CTS	0.00770	-0.431	-0.431	0.136	24.8
final	0.0846	-0.313	-0.405	0.133	24.8
after detailed placement	0.522	-0.491	-1.90	0.0783	19.0
## area by class of cell
cell class	instances	area, um2
fillers	27152	204000
flip-flops and latches	1365	27300
repair buffers	2100	21000
multi-input cells	1023	9130
well taps	3570	4470
clock buffers	204	4340
clock inverters	69	845
diodes	85	213
## cell families after synthesis
family,Yosys count,synth area share (%)
XOR/XNOR,1023,24.7
flip-flops,1365,75.3
## timing repair
action                                 in CTS  in global routing
pin swaps                                   2                  0
hold buffers                             1015                  0
setup endpoints to repair                  14                  3
gates resized                              31                  3
endpoints found under the hold margin    1015                  0
## worst min path at each step
stage	startpoint	endpoint	slack (ns)	cells after the start
4_1_cts	input_vector[564]	delay_block[0][564]$_DFF_P_	0.008	1
6_report	input_vector[564]	delay_block[0][564]$_DFF_P_	0.08	1
5_1_grt	input_vector[564]	delay_block[0][564]$_DFF_P_	0.003	1
No activity file was given, so power comes from the tool's default toggle rates.
